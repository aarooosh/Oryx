## /design/flow/design.v

```verilog
`timescale 1ns / 1ps
module adder(input [31:0] a,input [31:0] b,input cin,output wire [31:0] op);
assign op = a+b+cin;
endmodule
module alu(
input [31:0] a,
input [31:0] b,
output reg [31:0] hi,
output reg [31:0] lo,
input [3:0] inst,
output reg [31:0] o,
output cout,
output reg alu_go_ahead,  
output reg overflow  
    );
    wire [31:0] d2;
    wire [31:0] aa;
    wire [31:0] bb;
    wire [31:0] om;
    wire cin;
    adder ADD(a,d2,cin,om);
    assign aa = ~a;
    assign bb = ~b;
    assign d2= (inst == 4'b0010 || inst == 4'b0011 || inst == 4'b1011|| inst == 4'b1110)?bb:b;
    assign cin= (inst == 4'b0010 || inst == 4'b0011  || inst == 4'b1011|| inst == 4'b1110)?1'b1:1'b0;
    always @(*) begin
    case (inst)
    4'b0000:  
    begin
           o = om;
    end
    4'b0001:  
    begin
            o = om;
            overflow = (~(a[31]^b[31])&(b[31]^om[31]));
    end        
    4'b0010:
    begin
            o = om;
            overflow = (~(a[31]^b[31])&(b[31]^om[31]));
    end
    4'b0011:
    begin
            o = om;
    end
    4'b0100:
    begin
            o = (aa|bb);
    end
    4'b0101:
    begin
            o = (aa&bb);
    end
    4'b0110:
    begin
            {hi,lo} = a*b;
            o = 32'd0;
    end
    4'b0111:
    begin
            o = a<<b;
    end
    4'b1000:
    begin
            o = a>>b;
    end
    4'b1001:
    begin
            o = $signed(a)<<<b;
    end
    4'b1010:
    begin
            o = $signed(a)>>>b;
    end
    4'b1011:  
    begin
        overflow = (~(a[31]^b[31])&(b[31]^om[31]));
        if(overflow)
        begin
                o = {31'd0,~a[31]};
                alu_go_ahead = ~a[31];
        end
        else
        begin
                o = {31'd0,(a[31]^b[31])?a[31]:1'b1};
                alu_go_ahead = (a[31]^b[31])?a[31]:1'b1;
        end
    end
    4'b1100:
    begin
        o = {31'd0,(a==b)?1'b1:1'b0};
        alu_go_ahead = (a==b)?1'b1:1'b0;
    end
    4'b1101:
    begin
        alu_go_ahead = (a==b)?1'b0:1'b1;
    end
    4'b1110:
    begin
    end
    endcase
end
endmodule
`timescale 1ns / 1ps
module control_unit(
input [31:0] ir,
output reg i_r,
output reg write_reg_en,
output reg regfile_src_oalu_st,
output reg [3:0] ALU_inst,
output reg jump,
output reg wr_en_stk,
output reg br_inst,
output reg [1:0] flopinst,
output reg fen
    );
     always @(*) begin
        case (ir[31:29])
            3'd0 :  
            begin
                br_inst = 1'b0;
                jump    = 1'b0;
                wr_en_stk = 1'b0;
                fen = 1'b0;
                flopinst = 2'b00;
            case (ir[28:27])
                2'd0:
                begin
                ALU_inst = 4'd0;  
                i_r = 1'b1;
                write_reg_en <= 1'b1;
                regfile_src_oalu_st = 1'b0;
                end
                2'd1:
                begin
                ALU_inst = 4'd0;  
                i_r = 1'b0;
                write_reg_en <= 1'b1;
                regfile_src_oalu_st = 1'b0;
                end
                2'd2:
                begin
                ALU_inst = 4'd1;  
                i_r = 1'b1;
                write_reg_en <= 1'b1;
                regfile_src_oalu_st = 1'b0;
                end
                2'd3:
                begin
                ALU_inst = 4'd6;  
                i_r = 1'b1;
                write_reg_en <= 1'b0;
                regfile_src_oalu_st = 1'b0;
                end
            endcase
            end
            3'd6 :  
            begin
                jump    = 1'b0;
                wr_en_stk = 1'b0;
                br_inst = 1'b0;
                fen = 1'b0;
                flopinst = 2'b00;
            case (ir[28:27])
                2'd0:
                begin
                ALU_inst = 4'd4;  
                i_r = 1'b1;
                write_reg_en <= 1'b1;
                regfile_src_oalu_st = 1'b0;
                end
                2'd1:
                begin
                ALU_inst = 4'd5;  
                i_r = 1'b1;
                write_reg_en = 1'b1;
                regfile_src_oalu_st = 1'b0;
                end
                2'd2:
                begin
                ALU_inst = 4'd4;  
                i_r = 1'b0;
                write_reg_en = 1'b1;
                regfile_src_oalu_st = 1'b0;
                end
                2'd3:
                begin
                ALU_inst = 4'd5;  
                i_r = 1'b0;
                write_reg_en = 1'b1;
                regfile_src_oalu_st = 1'b0;
                end
            endcase
            end
            3'd7 :  
            begin
                fen = 1'b0;
                jump    = 1'b0;
                wr_en_stk = 1'b0;
                br_inst = 1'b0;
                ALU_inst =  (ir[28:27]+4'd7);
                i_r = 1'b0;
                write_reg_en = 1'b1;
                regfile_src_oalu_st = 1'b0;
                flopinst = 2'b00;
            end
            3'd1 :  
            begin
                fen = 1'b0;
                jump    = 1'b0;
                br_inst = 1'b0;
                flopinst = 2'b00;
                if(ir[28:27] == 2'b11)
                begin 
                    ALU_inst=4'd2;
                    i_r = 1'b1;
                    write_reg_en = 1'b1;
                    regfile_src_oalu_st = 1'b0;
                    wr_en_stk = 1'b0;
                end
                else if(ir[28:27] == 2'b00)
                begin 
                    ALU_inst = 4'd0;
                    regfile_src_oalu_st = 1'b1;
                    write_reg_en = 1'b1;
                    i_r          = 1'b0;
                    wr_en_stk = 1'b0;
                end
                else if(ir[28:27] == 2'b01)
                begin 
                    ALU_inst = 4'd0;
                    regfile_src_oalu_st = 1'b1;
                    write_reg_en = 1'b0;
                    i_r          = 1'b0;
                    wr_en_stk = 1'b1;
                end
                else
                begin 
                    ALU_inst = 4'd0;
                    regfile_src_oalu_st = 1'b1;
                    write_reg_en = 1'b1;
                    i_r          = 1'b0;
                    wr_en_stk = 1'b0;
                end
            end
            3'd2 :  
            begin
                fen = 1'b0;
                br_inst = 1'b1;
                jump = 1'b0;
                wr_en_stk = 1'b0;
                write_reg_en = 1'b0;
                i_r = 1'b1;
                flopinst = 2'b00;
                regfile_src_oalu_st = 1'b0;
                case(ir[28:27])
                    2'b00:  
                    begin
                        ALU_inst = 4'd12;
                    end
                    2'b01:  
                    begin
                        ALU_inst = 4'd13;
                    end
                    2'b10:  
                    begin
                        ALU_inst = 4'd11;
                    end
                    2'b11:  
                    begin
                        ALU_inst = 4'd14;
                    end
                    endcase
            end
            3'd3 :  
            begin
                fen = 1'b0;
                jump = 1'b1;
                wr_en_stk = 1'b0;
                write_reg_en = 1'b0;
                flopinst = 2'b00;
                i_r = 1'b0;
                ALU_inst = 4'b0000;
                br_inst = 1'b0;
                regfile_src_oalu_st = 1'b0;
            end
            3'd4 :  
            begin
                fen = 1'b0;
                jump = 1'b0;
                br_inst = 1'b0;
                write_reg_en = 1'b1;
                regfile_src_oalu_st = 1'b0;
                wr_en_stk = 1'b0;
                flopinst = 2'b00;
                case(ir[28:27])
                    2'b11:  
                    begin
                        ALU_inst = 4'd3;
                        i_r = 1'b1;
                    end
                    2'b00:
                    begin
                        ALU_inst = 4'd11;
                        i_r = 1'b1;
                    end
                    2'b01:
                    begin
                        ALU_inst = 4'd11;
                        i_r = 1'b0;
                    end
                    2'b10:
                    begin
                        ALU_inst = 4'd12;
                        i_r = 1'b0;
                    end
                endcase
            end
            3'd5 : 
            begin
                fen = 1'b1;
                flopinst = ir[28:27];
                jump = 1'b0;
                br_inst = 1'b0;
                write_reg_en = 1'b0;
                regfile_src_oalu_st = 1'b0;
                wr_en_stk = 1'b0;
                ALU_inst = 4'd0;
                i_r = 1'b0;
            end
        endcase
    end
endmodule
module flop(
    input [31:0] f1,
    input [31:0] f2,
    input [1:0] flopinst,
    input fen,
    output reg [31:0] f0
    );
    reg cout;
    reg flag;
    reg [7:0] temp;
    always @(*) begin
        case(flopinst)
            2'b00:  
            begin
                cout =1'b0;
                flag = f1[30:23]>f2[30:23]?1'b1:1'b0;
                temp = flag?f1[30:23]-f2[30:23]:f2[30:23]-f1[30:23];
                f0[22:0] = flag?{cout,f1[22:0]}+({1'b1,f2[22:0]}>>temp):{cout,f2[22:0]}+({1'b1,f1[22:0]}>>temp);
                f0[30:23] = flag?f1[30:23]:f2[30:23];
                f0[31] = 1'b0;  
            end
            2'b01:  
            begin
                cout =1'b0;
                flag = f1[30:23]>f2[30:23]?1'b1:1'b0;
                temp = flag?f1[30:23]-f2[30:23]:f2[30:23]-f1[30:23];
                f0[22:0] = flag?{cout,f1[22:0]}-({1'b1,f2[22:0]}>>temp):({1'b1,f1[22:0]}>>temp)-{cout,f2[22:0]};
                f0[30:23] = flag?f1[30:23]:f2[30:23];
                f0[31] = 1'b0;  
            end
        endcase
    end
endmodule
`timescale 1ns / 1ps
module processor(
    input clk,
    input rst,
    input [31:0] ir,
    output [31:0] om,
    output [31:0] iro,
    output [31:0] rso,
    output [31:0] rto,
    output [3:0] ALUINST
);
    reg [31:0] pc;
    wire [31:0] hi;
    wire [31:0] lo;
    wire [31:0] f0;
    wire [3:0] ALU_inst;
    wire [1:0] flopinst;
    wire [31:0] sgn_ext_imm;
    wire branch;
    wire i_r;
    wire write_reg_en;
    wire regfile_src_oalu_st;
    reg [31:0] temp;
    wire jump;
    wire alu_go_ahead;
    wire [31:0] rs_out;  
    wire [31:0] rt_out;  
    wire [31:0] o;       
    wire [31:0] r_data_stk;
    wire [31:0] w_data_reg;
    wire fen;
    wire [4:0] r1;
    wire [4:0] r2;
    wire [4:0] w1;
    wire wr_en_stk;
    wire [31:0] rt_imm;
    regfile regfile1(clk,rst,write_reg_en,r1,r2,w1,w_data_reg,rs_out,rt_out);
    stack stack(o,rs_out,wr_en_stk,clk,r_data_stk);
    control_unit CU(
        ir,
        i_r,
        write_reg_en,
        regfile_src_oalu_st,
        ALU_inst,
        jump,
        wr_en_stk,
        br_inst,
        flopinst,
        fen
    );
    alu ALU(
        rs_out,
        rt_imm,
        hi,
        lo,
        ALU_inst,
        o,
        cout,
        alu_go_ahead,  
        overflow  
            );
    flop FPU(
        rs_out,
        rt_out,
        flopinst,
        fen,
        f0
    );
    assign sgn_ext_imm= {ir[16],ir[16],ir[16],ir[16],ir[16],ir[16],ir[16],ir[16],ir[16],ir[16],ir[16],ir[16],ir[16],ir[16],ir[16],ir[15:0]}; 
    assign rt_imm = i_r?rt_out:sgn_ext_imm;
    assign w_data_reg = write_reg_en?o:r_data_stk;
    assign w1         = ir[26:22];
    assign r1         = ir[21:17];
    assign r2         = ir[16:12];
    assign branch = (br_inst)&&(alu_go_ahead);
    assign om = o;
    assign iro = ir;
    assign ALUINST = ALU_inst;
    assign rso = rs_out;
    assign rto = rt_imm;
    always @(posedge clk) 
    begin
        if (rst)  
        begin
            pc <= 32'd0;
        end
        else 
        begin
        if (branch==1'b1 && jump==1'b0) 
            begin
                pc = pc+32'd1; 
                temp[13:2] = ir[11:0];
                temp[1:0] = 2'b00;
                temp[31:14] = {ir[16],ir[16],ir[16],ir[16],ir[16],ir[16],ir[16],ir[16],ir[16],ir[16],ir[16],ir[16],ir[16],ir[16],ir[16],ir[16],ir[16],ir[16],ir[16]};
                pc = pc+temp;
            end
        else if(branch==1'b0 && jump==1'b0) begin
            pc = pc+32'd1; 
        end
        else
            begin
            if (ir[28] == 1'b0)
                pc[29:0] = {ir[27:0],2'b00};
            else
                pc = rs_out;
            end
        end
    end
initial begin
pc = 32'd0;
end
endmodule
module regfile(clk,rst,wr_en,r1,r2,w1,data,rout1,rout2);
    reg [31:0] regs [0:31];
    input [4:0] r1,r2,w1;
    input [31:0] data;
    input wr_en,clk,rst;
    output [31:0] rout1,rout2;
    always @ (posedge clk) begin
        if (wr_en) begin
        regs[w1] = data;
        end
    end
    assign rout1 = (r1==5'd0)?32'd0:regs[r1];
    assign rout2 = (r2==5'd0)?32'd0:regs[r2];
endmodule
module stack(
    input [31:0] addr,
    input [31:0] w_data,
    input wr_en,
    input clk,
    output [31:0] r_data
);
reg [31:0] regs [1023:0];
always @(posedge clk) begin
    if (wr_en) begin
        regs[addr] <= w_data;
    end
end
assign r_data = regs[addr];
endmodule
```

## /design/flow/run.sh

```bash
#!/bin/bash
# OpenROAD 26Q1-2900-gdf79404cd8, Yosys 0.63+post, stock flow scripts
make -C /OpenROAD-flow-scripts/flow DESIGN_CONFIG=/design/flow/config.mk WORK_HOME=/design/flow/orfs finish
```

## /design/flow/config.mk

```make
export PLATFORM = sky130hd
export DESIGN_NAME = processor
export DESIGN_NICKNAME = processor
export VERILOG_FILES = /design/flow/design.v
export SDC_FILE = /design/flow/constraint.sdc
export NUM_CORES = 4
export LEC_CHECK = 1
export CORE_UTILIZATION = 40
export SYNTH_MEMORY_MAX_BITS = 65536
```

## /design/flow/constraint.sdc

```tcl
current_design processor

set clk_period 19.5
set clk_io_pct 0.2

create_clock -name clk0 -period $clk_period [get_ports {clk}]

set non_clock_inputs [all_inputs -no_clocks]
set_input_delay [expr $clk_period * $clk_io_pct] -clock clk0 $non_clock_inputs
set_output_delay [expr $clk_period * $clk_io_pct] -clock clk0 [all_outputs]
```

==> run summary <==
Results of the full flow below.

Logic synthesis:
- A synthesized cell averages 14.58 sq um.
- Post-synthesis, Yosys gives the total cell area as 58720 sq um.
- The run gives the count of unique library cells instantiated by Yosys as 122.
- The run puts the post-synthesis instance area at roughly 59000 sq um.
- Counting flops with a built-in enable in the synthesized netlist gives 1024.
- The synthesized design contains around 1100 register bits.
- For this design, Yosys synthesis ends with a cell count of 4028.
- The run puts the async set or reset register ratio after synthesis at 0%.
- Counting the warning lines in the Yosys log gives 9.
- The run gives the synthesized netlist cell count as 4028.
- The run gives the commonest register cell after synthesis as edfxtp_1.

Floorplan:
- The run puts the chip footprint at approximately 150000 sq um.
- The run gives the I/O pin total as 166.
- The run gives the placeable core area as 145700 sq um.
- The run puts the horizontal die dimension at 385.2 microns.
- The run gives the y dimension of the die as roughly 390 microns.
- The run puts the count of standard-cell rows at about 140.
- Once the floorplan was initialized, standard cells occupied around two fifths of the core.

Critical path:
- The run puts the delay of the slowest cell on the worst path at 0.65 ns.
- The critical path in this run is classified as primary input to output port.
- The worst setup path is captured at an output port.
- The run gives the largest fanout on the critical path as roughly 42.
- Broken down by cell family, the worst path's largest delay share belongs to buffers and inverters.
- The run puts the critical path depth at 12.
- STA classifies the critical path startpoint as a primary input.
- For the worst setup path, the data required time is 15.60 ns.
- The number of buffers and inverters on the critical path is 8.
- The run gives the arrival time of data at the critical path endpoint as around 8.9 ns.
- The timing report shows the most common cell along the critical path to be buf_4.
- The run gives the cell with the biggest individual delay on the critical path as buf_4.
- Per STA, the worst path is made up of buf_8 > buf_4 > buf_4 > buf_4 > buf_4 > mux4_2 > mux2i_1 > a21oi_1 > a32oi_1 > buf_4 > inv_1 > clkdlybuf4s50_1.

Min path:
- Note that the worst hold path type here is primary input to flop.
- The number of cells on the worst hold path is listed as 4.

Final timing:
- In the final report, the number of endpoints failing setup comes to 0.
- The run gives the final-report hold violation count as 0.
- The run puts the headroom to the max-slew limit at a little over a quarter.
- The run puts the number of unconstrained endpoints at ~1100.
- After routing, the total negative slack on setup checks comes to 0 ns.
- The run puts the slew at the pin with the worst max-slew slack at about 1.1 ns.
- The run puts the number of register pins that no clock reaches at 32.
- The run puts the shortest period the worst path allows at between 10 and 15 ns.
- Based on the critical path, the design can be clocked at up to around 78 MHz.
- Setup repair after global routing left no endpoint under its margin.
- The run gives the part of the cycle the worst path needs as about 66%.
- For reference, the final report shows the max-slew violation count at 0.

Placement:
- The run puts the instance area after placement at ~62000 sq um.
- The run puts the weighted congestion reported at the end of routability-driven placement at 1.065.
- The placement report lists the number of port buffers as between 150 and 200.
- Note, the detailed placer reported a final HPWL of around 160000 microns.

Final layout:
- The run gives the final instance area as between 60000 and 70000 sq um.
- The area growth from synthesis to layout is 11.84%.
- In the final layout, the share of cells above drive strength 1 is between 20 and 25%.

Power and ir drop:
- The run puts the overall power at 5.795 mW.
- The run gives the power density over cell area as about 88 nW/um^2.
- The run gives the worst voltage drop across the vdd grid as between 70 and 80 uV.
- The run puts the standby leakage power at around 22 nW.

Clock tree:
- The run gives the number of hold-repair buffers added at the cts stage as 0.
- The run puts the number of buffers created by CTS at about 100.
- TritonCTS built the clock tree.
- The run puts the post-CTS setup buffer count at 0.
- The run gives the maximum buffer depth of the clock tree as 3.
- The run gives the cell chosen for the clock root as clkbuf_16.
- Post-CTS repair changed the size of 0 cells.
- The registers of the reported paths see a clock transition of about 0.060 ns.
- The run gives the number of levels the H-tree was split into as 3.

Job:
- Warnings raised by the tools during the run amount to between 60 and 70.
- In this run the maximum-capacitance check reported violations numbering 0.

Detailed routing:
- The run puts the routed length per placed instance at slightly below 40 microns.
- Detailed-route iteration 0 reported a violation count of 3325.
- The run gives the via count of the routed design as just over 40000.
- The run gives the first-pass iteration count of the detailed router as 6.
- The run gives the DRC violation count after routing as 0.
- The run puts the number of vias per cell after detailed routing at approximately 6.6.
- The run gives the total detailed-routing wirelength as about 240000 microns.
- Nets still carrying antenna violations after routing amount to 0.

Global routing:
- The run gives the number of antenna violations at the first check in global routing as 10.
- Summed over all layers, the global routing overflow is 0.
- The run gives the total routing resource utilization after global routing as between 30% and 40%.
- The run gives the largest net degree at the start of global routing as about 80.
- The run gives the first-pass GRT wire length as 333100 microns.
- The run gives the via count of the first global-routing pass as 42984.

Outcome:
- The flow ran to the end, and the final reports show no timing, DRC or antenna violations.
synth_stat cells (all sizes together), types with 27 or more instances:
library cell	count	area share, %
ha	101	2.2
edfxtp	1024	52
a22oi	76	0.99
a21oi	162	1.4
mux2	83	1.6
nor2	221	1.5
mux2i	270	4.6
xnor2	37	0.55
nor4	27	0.36
dlxtn	32	0.82
mux4	394	16
clkbuf	124	1.2
buf	207	2.8
a221oi	42	0.63
o221ai	37	0.55
nand2	163	1.1
o211ai	48	0.62
a211oi	71	0.92
o22ai	93	0.99
nor3	108	0.95
nand3	51	0.43
o21ai	96	0.82
a211o	40	0.60
inv	83	0.53
layer usage:
metal  track usage (%)  part of all wire [%]  vias up
met1             40.25                    32    20325
met2             49.44                    44     3025
li1                  -                     -    16932
met5             3.346                  0.28        -
met4             18.45                   7.2       26
met3             24.58                    17      666
sequential cells by signal (all words and copies together) (netlist names):
name           cells
regfile1.regs   1024
ALU.o             32
per-stage QoR:
| stage | setup slack, ns | util (%) | hold slack, ns | instances |
|---|---|---|---|---|
| 3_5_place_dp | 6.612 | 42.80 | 5.139 | 5994 |
| 2_1_floorplan | 8.992 | - | 4.667 | 4028 |
| 6_report | 6.682 | 45.07 | 4.442 | 6186 |
| 4_1_cts | 6.617 | 45.05 | 4.398 | 6176 |
| 3_3_place_gp | 6.622 | 42.80 | 5.137 | 5994 |
| 5_1_grt | 6.366 | 45.05 | 4.505 | 6179 |
logic make-up after synthesis:
family	Yosys count	synth area share [%]
multiplexers	747	21.71
flip-flops	1024	52.36
XOR/XNOR	57	0.8501
AND-OR/OR-AND	898	10.89
AND/OR/NAND/NOR	748	6.439
buffers and inverters	420	4.745
latches	32	0.8182
adder cells (fa/ha/maj)	102	2.186
layout by cell type, fill, tap and decap left out, drive strengths merged, types with 101 or more instances in the layout:
master and count:
nor3 108, ha 101, mux4 394, buf 229, clkbuf 120, edfxtp 1024, mux2i 270, clkdlybuf4s50 154
nand2 163, nor2 221, a21oi 162
final timing paths:
| check | start | end | slack (ns) |
|---|---|---|---|
| setup / recovery | ir[12] | rto[7] | 6.68 |
| hold / removal | ir[22] | regfile1.regs[11][8] | 4.44 |
tightest hold or removal path, cell delays in order:
cell,delay (ns)
clkdlybuf4s50_1,0.49
nand3_1,0.12
buf_4,0.27
nor2_4,0.16
report_power, final:
part	internal, mW	leakage (nW)	total (mW)	switching, mW
registers	2.43	9.54	2.44	0.00707
logic	0.458	11.0	1.39	0.929
clock network	1.12	1.59	1.97	0.851
cell type report:
type,count,area (sq um)
sequential,1056,31230
clock buffer,119,2616
inverter,85,319.1
antenna,10,25.02
timing repair buffer,384,3341
fill,12753,80060
tap,1917,2399
multi-input combinational,2552,25090
clock inverter,63,656.9
Power figures rest on the tool's default switching activity, not on a simulated workload.
